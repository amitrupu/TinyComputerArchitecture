==> flow/design.v <==
`timescale 100 ns/1 ns
module memory(clk, write, addr, wdata, rdata);
parameter addr_width = 8;
parameter data_width = 8;
input clk;
input write;
input [addr_width-1:0] addr;
input [data_width-1:0] wdata;
output [data_width-1:0] rdata;
reg [data_width-1:0] rdata;
reg [data_width-1:0] mem [0:1<<addr_width-1];
always @(posedge clk)
begin
	if (write)
		mem[addr] <= wdata;
	rdata <= mem[addr];
end
endmodule
==> flow/run.sh <==
#!/bin/bash
# OpenROAD 26Q1-2900-gdf79404cd8, Yosys 0.63+post, stock flow scripts
make -C /OpenROAD-flow-scripts/flow DESIGN_CONFIG=/design/flow/config.mk WORK_HOME=/design/flow/orfs finish
==> flow/config.mk <==
export PLATFORM = sky130hd
export DESIGN_NAME = memory
export DESIGN_NICKNAME = memory
export VERILOG_FILES = /design/flow/design.v
export SDC_FILE = /design/flow/constraint.sdc
export NUM_CORES = 4
export LEC_CHECK = 1
export CORE_UTILIZATION = 30
==> flow/constraint.sdc <==
current_design memory

set clk_period 7.6
set clk_io_pct 0.2

create_clock -name clk0 -period $clk_period [get_ports {clk}]

set non_clock_inputs [all_inputs -no_clocks]
set_input_delay [expr $clk_period * $clk_io_pct] -clock clk0 $non_clock_inputs
set_output_delay [expr $clk_period * $clk_io_pct] -clock clk0 [all_outputs]
==> impl_results.html <==
<h2>Synthesis and place &amp; route</h2>
<table>
<tr><th>Metric</th><th>Value</th></tr>
<tr><th colspan="2">Status</th></tr>
<tr><td>Status</td><td>completed</td></tr>
<tr><th colspan="2">Critical path</th></tr>
<tr><td>Critical path startpoint</td><td>addr[3]</td></tr>
<tr><td>Most Frequent Cell on Critical Path</td><td>sky130_fd_sc_hd__buf_4</td></tr>
<tr><td>CP Capture Type</td><td>flip-flop</td></tr>
<tr><td>Crit Reg-Reg Startpoint</td><td>mem[47][0]$_DFFE_PP_</td></tr>
<tr><td>Ordered list of cells on the worst path</td><td>buf_2 -&gt; buf_4 -&gt; nor2_4 -&gt; buf_4 -&gt; buf_4 -&gt; a22oi_1 -&gt; a21oi_1 -&gt; o41ai_1 -&gt; nand4_1 -&gt; o21ai_0</td></tr>
<tr><td>Category of the critical setup timing path</td><td>in -&gt; reg</td></tr>
<tr><td>End of the worst register-to-register path</td><td>rdata[0]$_DFF_P_</td></tr>
<tr><td>Worst-path cell with the longest stage delay</td><td>sky130_fd_sc_hd__o41ai_1</td></tr>
<tr><td>Required time of the critical path</td><td>8.17 ns</td></tr>
<tr><td>Data arrival time of the critical path</td><td>5.45 ns</td></tr>
<tr><td>Critical Path Start Type</td><td>input port</td></tr>
<tr><td>Worst R2R Path Depth</td><td>6</td></tr>
<tr><td>Setup slack of the worst register-to-register path</td><td>5.01 ns</td></tr>
<tr><td>Largest fanout on the critical path</td><td>33</td></tr>
<tr><td>Crit path largest cell delay</td><td>1.13 ns</td></tr>
<tr><td>Critical Path End</td><td>rdata[0]$_DFF_P_</td></tr>
<tr><th colspan="2">Placement</th></tr>
<tr><td>Instance area after placement</td><td>42,900 um^2</td></tr>
<tr><td>Final estimated routing congestion in global placement</td><td>0.885</td></tr>
<tr><td>DP HPWL</td><td>59,700 um</td></tr>
<tr><td>Number of buffer cells added on primary ports</td><td>25</td></tr>
<tr><th colspan="2">Yosys</th></tr>
<tr><td>Top cell type's share of synthesized area</td><td>0.764</td></tr>
<tr><td>Number of flops mapped to enable cells by yosys</td><td>1,032</td></tr>
<tr><td>Count of state elements after synthesis</td><td>1,040</td></tr>
<tr><td>Commonest cells post-synth</td><td>1,032 x sky130_fd_sc_hd__edfxtp_1, 259 x sky130_fd_sc_hd__mux2i_1, 158 x sky130_fd_sc_hd__mux4_2, 129 x sky130_fd_sc_hd__a22oi_1, 123 x sky130_fd_sc_hd__nor2_1</td></tr>
<tr><td>Synth top cell by count</td><td>sky130_fd_sc_hd__edfxtp_1</td></tr>
<tr><td>Synth Instances</td><td>2,041</td></tr>
<tr><td>Number of different library cells in the post-synthesis netlist</td><td>36</td></tr>
<tr><td>Syn Area/Cell</td><td>19.9 um^2</td></tr>
<tr><td>Sequential area share after synthesis</td><td>0.768</td></tr>
<tr><td>Area of the synthesized netlist per yosys stat</td><td>40,600 um^2</td></tr>
<tr><td>Number of warning messages in the yosys log</td><td>1</td></tr>
<tr><td>Total cells reported by yosys after synthesis</td><td>2,041</td></tr>
<tr><td>Top area cells in the synthesized netlist</td><td>sky130_fd_sc_hd__edfxtp_1 76%, sky130_fd_sc_hd__mux4_2 8.8%, sky130_fd_sc_hd__mux2i_1 6.4%, sky130_fd_sc_hd__a22oi_1 2.4%, sky130_fd_sc_hd__nor2_1 1.1%</td></tr>
<tr><td>Netlist Area Pre-Place</td><td>40,600 um^2</td></tr>
<tr><td>Async S/R FF share, synth</td><td>0</td></tr>
<tr><td>Cell type with the highest aggregate area in the netlist</td><td>sky130_fd_sc_hd__edfxtp_1</td></tr>
<tr><td>Most used flip-flop cell after synthesis</td><td>sky130_fd_sc_hd__edfxtp_1</td></tr>
<tr><th colspan="2">Clocking</th></tr>
<tr><td>Clock slew at reported path FFs</td><td>0.06 ns</td></tr>
<tr><td>Clock Latency Late Sink</td><td>0.68 ns</td></tr>
<tr><td>TritonCTS Buffers</td><td>101</td></tr>
<tr><td>Maximum clock insertion buffer count</td><td>3</td></tr>
<tr><td>Number of resized instances in the post-cts repair step</td><td>0</td></tr>
<tr><td>Number of buffers inserted to repair setup after CTS</td><td>0</td></tr>
<tr><td>Hold-fix buffers at CTS</td><td>0</td></tr>
<tr><td>Number of sinks on the clock net</td><td>1,040</td></tr>
<tr><td>TritonCTS clock tree</td><td>yes</td></tr>
<tr><td>Clock tree root driver cell</td><td>sky130_fd_sc_hd__clkbuf_16</td></tr>
<tr><td>CTS H-tree depth</td><td>3</td></tr>
<tr><th colspan="2">Drt</th></tr>
<tr><td>Routed wire length</td><td>95,400 um</td></tr>
<tr><td>Total iterations of the first detailed-routing run</td><td>25</td></tr>
<tr><td>DRC violation count after routing</td><td>0</td></tr>
<tr><td>Residual antenna-violating net count after detailed routing</td><td>0</td></tr>
<tr><td>Routed len/inst</td><td>24.1 um</td></tr>
<tr><td>Avg Vias per Cell</td><td>5.00</td></tr>
<tr><td>Vias post-DR</td><td>19,820</td></tr>
<tr><td>Starting DRT DRC Count</td><td>1,388</td></tr>
<tr><th colspan="2">Global routing</th></tr>
<tr><td>Fraction of met3 tracks used by global routing</td><td>0.113</td></tr>
<tr><td>Global-route wire length before repair</td><td>142,000 um</td></tr>
<tr><td>Layer with the highest usage</td><td>met2</td></tr>
<tr><td>Overflow left after global routing</td><td>0</td></tr>
<tr><td>Largest net degree at the start of global routing</td><td>84</td></tr>
<tr><td>Antenna violations before repair</td><td>3</td></tr>
<tr><td>GRT Util Overall</td><td>0.151</td></tr>
<tr><td>Number of global-route vias before repair</td><td>21,460</td></tr>
<tr><td>Grt met1 use</td><td>0.175</td></tr>
<tr><td>Global routing usage on met2</td><td>0.225</td></tr>
<tr><th colspan="2">STA</th></tr>
<tr><td>Setup repair after global routing missed its margin</td><td>no</td></tr>
<tr><td>Final hold violation count</td><td>0</td></tr>
<tr><td>Post-layout period usage of the worst path</td><td>0.642</td></tr>
<tr><td>Total negative slack for setup checks</td><td>0 ns</td></tr>
<tr><td>Clk_skew</td><td>0.0302 ns</td></tr>
<tr><td>Slew Viols, Final</td><td>0</td></tr>
<tr><td>Maximum operating frequency</td><td>205 MHz</td></tr>
<tr><td>Worst max-slew margin expressed relative to the limit</td><td>0.166</td></tr>
<tr><td>Measured slew at the worst slew-check pin</td><td>1.24 ns</td></tr>
<tr><td>Fin crit period</td><td>4.88 ns</td></tr>
<tr><td>Fin Hold WS</td><td>0.456 ns</td></tr>
<tr><td>Count of endpoints failing setup in the final report</td><td>0</td></tr>
<tr><th colspan="2">Floorplan</th></tr>
<tr><td>Core Util at FP</td><td>0.303</td></tr>
<tr><td>Die width</td><td>370 um</td></tr>
<tr><td>CORE AREA</td><td>134,000 um^2</td></tr>
<tr><td>Count of boundary I/O pins</td><td>26</td></tr>
<tr><td>Standard-cell rows</td><td>134</td></tr>
<tr><td>Total Die Area</td><td>137,000 um^2</td></tr>
<tr><td>Die span in y</td><td>370 um</td></tr>
<tr><th colspan="2">Flow run</th></tr>
<tr><td># Max-Cap Violations</td><td>0</td></tr>
<tr><td>Warning total across the stage logs</td><td>26</td></tr>
<tr><th colspan="2">Finish</th></tr>
<tr><td>Filler instances</td><td>12,233</td></tr>
<tr><td>Layout-stage area growth over the synthesis result</td><td>13.9%</td></tr>
<tr><td>Design Area, Final</td><td>46,200 um^2</td></tr>
<tr><td>Fraction of final layout cells sized beyond drive strength 1</td><td>0.182</td></tr>
<tr><th colspan="2">Hold path</th></tr>
<tr><td>Number of cells traversed by the worst hold path</td><td>2</td></tr>
<tr><td>Kind of path behind the tightest hold check</td><td>reg -&gt; reg</td></tr>
<tr><th colspan="2">Pwr</th></tr>
<tr><td>Cell Pwr Density</td><td>255 nW/um^2</td></tr>
<tr><td>VDD IR-drop max</td><td>0.154 mV</td></tr>
<tr><td>Power consumption</td><td>0.0118 W</td></tr>
<tr><td>Static Leak</td><td>14.6 nW</td></tr>
</table>
## layout by cell type, fill, tap and decap left out, types with 4 or more instances in the layout
cell type                         Yosys  final
sky130_fd_sc_hd__edfxtp_1          1032   1032
sky130_fd_sc_hd__mux2i_1            259    259
sky130_fd_sc_hd__mux4_2             158    158
sky130_fd_sc_hd__a22oi_1            129    129
sky130_fd_sc_hd__nor2_1             123    122
sky130_fd_sc_hd__clkbuf_16            0    105
sky130_fd_sc_hd__buf_4               27     71
sky130_fd_sc_hd__a21oi_1             65     65
sky130_fd_sc_hd__nand2_1             33     33
sky130_fd_sc_hd__clkinv_2             0     29
sky130_fd_sc_hd__clkinv_1             1     19
sky130_fd_sc_hd__o41ai_1             16     16
sky130_fd_sc_hd__nor2b_1             17     15
sky130_fd_sc_hd__clkbuf_1            60     14
sky130_fd_sc_hd__nor3_1              13     13
sky130_fd_sc_hd__clkdlybuf4s50_1      0     13
sky130_fd_sc_hd__nand3_1             10     10
sky130_fd_sc_hd__bufinv_16            0     10
sky130_fd_sc_hd__dfxtp_1              8      8
sky130_fd_sc_hd__nand2b_1             6      6
sky130_fd_sc_hd__o21ai_0              6      6
sky130_fd_sc_hd__inv_1                6      6
sky130_fd_sc_hd__nand4_1              5      5
sky130_fd_sc_hd__a31oi_1              4      4
sky130_fd_sc_hd__buf_12               0      4
## how the worst min path moves through the flow
stage,from,endpoint
finish,mem[128][0]$_DFFE_PP_,rdata[0]$_DFF_P_
CTS,mem[128][0]$_DFFE_PP_,rdata[0]$_DFF_P_
global route,mem[128][0]$_DFFE_PP_,rdata[0]$_DFF_P_
## power by group
group	internal [W]	total, W	switching [W]	leakage [nW]
Clock	0.00286	0.00492	0.00206	1.63
Sequential	0.00632	0.00633	0.00000911	9.34
Combinational	0.000194	0.000549	0.000356	3.65
## logic make-up after synthesis
group	after synthesis	synth area share
simple gates	217	0.0231
compound gates	235	0.0397
mux	420	0.152
flops	1040	0.768
buf+inv	129	0.0172
## metal layers
metal  wire length [um]  vias to the layer above
met1              33100                     9954
met2              44400                     1168
met3              15200                      155
met4               2690                        6
met5                 76                        -
li1                   -                     8537
## worst max-delay path: cells and delay by family
family,cells,cell delay (ns)
AOI/OAI and AO/OA,4,1.78
buffers and inverters,4,1.71
and+or+nand+nor,2,0.34
## layout make-up
class / count / area, um^2 / share of cell area
multi-input combinational: 872 / 8760 / 0.190
clock inverter: 66 / 602 / 0.0130
timing repair buffer: 92 / 779 / 0.0169
sequential: 1040 / 31100 / 0.674
clock buffer: 119 / 2680 / 0.0580
tap: 1768 / 2210 / 0.0479
antenna: 1 / 2.50 / 0.0000542
inverter: 7 / 26.3 / 0.000569
## state kept, by name, indices dropped and copies added (netlist names)
signal,count
rdata,8
mem,1032
## per-stage QoR
step / instances / utilization / setup WS [ns]
after global routing: 3964 / 0.345 / 2.74
after detailed placement: 3779 / 0.321 / 2.24
final: 3965 / 0.345 / 2.72
after global placement: 3779 / 0.321 / 2.29
after CTS: 3964 / 0.345 / 2.94
after floorplan: 2041 / - / 3.47
Power is estimated from default activity; no workload was simulated.
