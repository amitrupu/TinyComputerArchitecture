`./run.sh`:
```
#!/bin/bash
# OpenROAD 26Q1-2900-gdf79404cd8, Yosys 0.63+post, stock flow scripts
make -C /OpenROAD-flow-scripts/flow DESIGN_CONFIG=/design/flow/config.mk WORK_HOME=/design/flow/orfs finish
```
`./config.mk`:
```
export PLATFORM = sky130hd
export DESIGN_NAME = cpu
export DESIGN_NICKNAME = cpu
export VERILOG_FILES = /design/flow/design.v
export SDC_FILE = /design/flow/constraint.sdc
export NUM_CORES = 4
export LEC_CHECK = 1
export CORE_UTILIZATION = 40
```
`./constraint.sdc`:
```
current_design cpu

set clk_period 17.4
set clk_io_pct 0.2

create_clock -name clk0 -period $clk_period [get_ports {clk}]

set non_clock_inputs [all_inputs -no_clocks]
set_input_delay [expr $clk_period * $clk_io_pct] -clock clk0 $non_clock_inputs
set_output_delay [expr $clk_period * $clk_io_pct] -clock clk0 [all_outputs]
```
`./design.v`:
```
`timescale 100 ns/1 ns
module cpu(clk, rst, write, addr, wdata, rdata);
parameter addr_width = 8;
parameter data_width = 8;
input clk;
input rst;
output write;
output [addr_width-1:0] addr;
output [data_width-1:0] wdata;
input [data_width-1:0] rdata;
reg write;
reg [addr_width-1:0] addr;
reg [data_width-1:0] wdata;
reg [addr_width-1:0] pc;
reg [data_width-1:0] a, b, ir;
reg [2:0] state;
reg op_a;
always @(state or rdata or pc or a or b)
begin
	case (state)
		3:
		begin
			addr = rdata;
			wdata = 0;
			write = 1'b0;
			ir = 0;
		end
		4:
		begin
			addr = rdata;
			wdata = a;
			write = 1'b1;
			ir = 0;
		end
		default:
		begin
			addr = pc;
			wdata = 0;
			write = 1'b0;
			ir = rdata;
		end
	endcase
end
always @(posedge clk or posedge rst)
begin
	if (rst)
	begin
		pc <= 0;
		state <= 0;
	end
	else
	begin
		case (state)
			0:
			begin
				state <= 1;
				pc <= pc+1;
			end
			1: 
			begin
				case (ir)
					1:
					begin
						state <= 2;
						op_a <= 1'b1;
					end
					2:
					begin
						state <= 2;
						op_a <= 1'b0;
					end
					3:
					begin
						state <= 3;
						op_a <= 1'b1;
					end
					4:
					begin
						state <= 3;
						op_a <= 1'b0;
					end
					5: state <= 4;
					6: a <= a+b;
					7: a <= a-b;
					8: a <= a*b;
					9: a <= a/b;
					10: state <= 5;
				endcase
				pc <= pc+1;
			end
			2: 
			begin
				if (op_a)
					a <= rdata;
				else
					b <= rdata;
				pc <= pc+1;
				state <= 1;
			end
			3: state <= 2;
			4: state <= 1;
			default: state <= 5;
		endcase
	end
end
endmodule
```
==> flow_summary.yaml <==
# flow metrics
synthesis:
  syn_area_per_cell_um2: 8.54
  enable_flop_cells: 17
  synthDistinctLibCells: 77
  synthCells: 543
  synth_stat.cells: 543
  ff_type: "edfxtp_1"
  yosys_area_um2: 4640
  compound_area_frac: 0.195
  async_reset_ff_frac: 0.433
  xor_share: 0.0890
  yosysWarnings: 1
  ys.flops: 30
  netlist_area_um2: 4640
  yosysSeqAreaShare: 0.180
  adder_share: 0.231
  synth.mux.area_fraction: 0.0577
  synth.comb.largest_family: "adder cells"
  ys_sh_simple: 0.187
critical_path:
  cp_slowest_cell: "edfxtp_1"
  path_class: "flop to flop"
  max_stage_delay_ns: 0.53
  cp_common_cell: "ha_1"
  cpLargestDelayFamily: "AND-OR/OR-AND gates"
  cp_num_buf_inv: 4
  arrival_ns: 11.87
  cp_max_fo: 12
  critPathLaunchType: "flop"
  r2r_start: "b[0]"
  crit_start: "b[0]"
  setup.worst_path.end_class: "flop"
  required_ns: 17.42
timing:
  period_needed_ns: 11.85
  max-slew-margin-rel: 0.515
  period_used_share: 0.681
  setup_viol: 0
  fin_ws_ns: 5.55
  report.final.slew_viol_count: 0
  worst_slew_pin_slew_ns: 0.728
  setup_tns_ns: 0
  clock_skew_ns: 0.00619
  hold_viol_final: 0
  clock.fmax_mhz: 84.4
  rsz0062_at_grt: "no"
route:
  num_vias: 4000
  insertedDiodeCount: 0
  detail_route.iter0.violations: 309
  drtPass1Iterations: 8
  drc: 0
  antenna_left: 0
  routedWlPerCell_um: 17.2
  drt-total-wl_um: 12000
  viasPerCell: 5.72
pwr:
  switching_share: 0.273
  seqPwrFrac: 0.385
  p_sw_uw: 67.9
  combPwrFrac: 0.256
  power_density_nw_per_um2: 48.3
  intPower_uw: 181
  ir_worst_vdd_mv: 0.0715
  power_frac_clock: 0.359
  cellLeakagePower_nw: 2.23
finish:
  final_layout_size_suffix_gt1_frac: 0.0733
  area_growth_syn_to_layout_pct: 11.1
  regArea_um2: 837
  comb_area_um2: 3530
  nFillCells: 1043
cts:
  post-cts-setup-buffer-count: 0
  clockBufferDepth: 2
  cts.sink_count: 30
  clockRootBuffer: "clkbuf_16"
  ctsResizeCount: 0
  cts_htree_levels: 2
  cts_buffers: 5
  postCtsHoldBufs: 0
  clock.latency.late_pin_ns: 0.28
  cts_tree: "done"
  clkTransAtPathRegs_ns: 0.06
global_routing:
  grt_pass1_vias: 3741
  antenna_found_initial: 0
  grt_max_degree: 22
  grt_pass1_wl_um: 19600
  grt.total_usage: 0.220
  grt_overflow: 0
placement:
  place_ws_ns: 5.66
  io_buffer_count: 26
  place_congestion: 0.940
  hpwl_um: 9280
die:
  fp_util: 0.419
  chip_area_um2: 12000
  ios: 27
  die_w_um: 110
  fp.dieH_um: 110
  core_um2: 11100
  core.rowCount: 38
outcome:
  outcome: "complete, no violations"
job:
  max-cap-violations: 0
  warnings: 30
hold_path:
  hold_start: "pc[7]"
  hp-class: "flop to flop"
state kept, by name, indices dropped and copies added, names as in the netlist:
name	cells
a	8
op_a	1
b	8
pc	8
state	5
cell usage in the layout, fill, tap and decap left out, types with 3 or more instances in the layout:
master           count
nor4_1               4
o21ai_0             22
ha_1                65
a41o_1               4
o21a_1              13
nor2b_1              6
and3_1               6
o221ai_1             3
a21boi_0             3
nand2b_1             4
nor3b_1              3
xor2_1               9
a21o_1               6
nand3_1              5
nor3_1              18
o22ai_1              3
a21oi_1             30
o31ai_1              3
edfxtp_1            17
xnor2_1             33
a41oi_1              5
or3_1                5
or2_2                3
clkdlybuf4s50_1     26
buf_4                3
fa_1                13
nor2_1              54
mux2_2              12
inv_1               47
o211ai_1             4
clkbuf_16            5
nand2_1             40
mux2i_1             11
dfrtp_1             12
and2_1              12
stage by stage:
stage               utilization  cells  power (mW)  hold slack, ns  cell area, um^2
floorplan                     -    543       0.131           0.440             4640
global placement          0.452    691       0.159           0.457             5000
detailed placement        0.452    691       0.160           0.463             5000
CTS                       0.465    699       0.250           0.473             5150
global route              0.465    699       0.261           0.483             5150
finish                    0.465    699       0.249           0.471             5150
worst reg2reg max path: cells and delay by family (launching register included):
| family | cells | cell delay, ns |
|---|---|---|
| and+or+nand+nor | 6 | 1.50 |
| DFF | 1 | 0.53 |
| adders and majority gates | 8 | 2.24 |
| buffers and inverters | 4 | 0.81 |
| muxes | 4 | 1.26 |
| AOI/OAI and AO/OA | 23 | 5.24 |
routing by layer:
layer	global-route usage	up-vias	part of all wire
li1	-	1980	-
met1	0.356	1867	0.50
met2	0.310	138	0.41
met3	0.0477	15	0.072
met4	0.0333	0	0.014
met5	0	-	0
cell usage after synthesis (all sizes together) (4+ instances only):
library cell	number	area, um^2
ha	65	813
nand3	5	25.0
mux2	12	135
or3	5	31.3
xor2	9	78.8
clkbuf	13	50.0
nand2	40	150
a41o	4	40.0
inv	47	176
dfrtp	12	300
buf	8	45.0
mux2i	12	133
and3	6	37.5
xnor2	33	289
nor4	5	46.3
o21a	13	97.6
a21oi	31	166
o211ai	5	42.5
a21o	6	45.0
nor2	56	220
nand2b	4	25.0
and2	13	82.6
edfxtp	17	510
fa	13	260
a41oi	5	43.8
o21ai	23	115
nor2b	6	37.5
nor3	19	100
logic make-up after synthesis:
group / after synthesis
simple gates: 173
mux: 24
flops: 30
compound gates: 125
fa+ha+maj: 78
xor+xnor: 44
other cells: 1
buf+inv: 68
area by class of cell:
class,instances,area share
Tap cell,140,0.0340
Multi-Input combinational cell,445,0.685
Inverter,47,0.0342
Sequential cell,30,0.162
Clock inverter,2,0.00219
Clock buffer,6,0.0270
Timing Repair Buffer,29,0.0549
path summary, 6_finish.rpt:
| kind | to | slack [ns] | depth (start not counted) |
|---|---|---|---|
| hold / removal | pc[7] | 0.47 | 1 |
| max in group asynchronous | state[0] | 13.43 | 2 |
| min in group asynchronous | state[2] | 3.60 | 2 |
| hold reg to reg | pc[7] | 0.47 | 1 |
| setup / recovery | a[0] | 5.55 | 45 |
| setup reg to reg | a[0] | 5.55 | 45 |
power by group through the flow:
| stage | registers (mW) | clock network [mW] | logic [mW] |
|---|---|---|---|
| global route | 0.0966 | 0.0928 | 0.0716 |
| CTS | 0.0955 | 0.0897 | 0.0647 |
| finish | 0.0957 | 0.0893 | 0.0638 |
Power figures rest on the tool's default switching activity, not on a simulated workload.
